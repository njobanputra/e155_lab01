==> design.v <==
module sevenSegDis(
	input logic [3:0] s,
	output logic [6:0] seg
);
always_comb begin
	case(s)
		4'b0000: seg = 7'b1000000;
		4'b0001: seg = 7'b1111001;
		4'b0010: seg = 7'b0100100;
		4'b0011: seg = 7'b0110000;
		4'b0100: seg = 7'b0011001;
		4'b0101: seg = 7'b1010010;
		4'b0110: seg = 7'b0000010;
		4'b0111: seg = 7'b1111000;
		4'b1000: seg = 7'b0000000;
		4'b1001: seg = 7'b0011000;
		4'b1010: seg = 7'b0001000;
		4'b1011: seg = 7'b0000011;
		4'b1100: seg = 7'b1000110;
		4'b1101: seg = 7'b0100000;
		4'b1110: seg = 7'b0000110;
		4'b1111: seg = 7'b0001110;
		default: seg = 7'b1000000;
	endcase
end
endmodule
==> run.sh <==
#!/bin/bash
# OpenROAD 26Q1-2900-gdf79404cd8, Yosys 0.63+post, stock flow scripts
make -C /OpenROAD-flow-scripts/flow DESIGN_CONFIG=/design/flow/config.mk WORK_HOME=/design/flow/orfs finish
==> config.mk <==
export PLATFORM = sky130hd
export DESIGN_NAME = sevenSegDis
export DESIGN_NICKNAME = sevenSegDis
export VERILOG_FILES = /design/flow/design.v
export SDC_FILE = /design/flow/constraint.sdc
export NUM_CORES = 4
export LEC_CHECK = 1
export CORE_AREA = 10 10 70 70
export DIE_AREA = 0 0 80 80
==> constraint.sdc <==
current_design sevenSegDis

set clk_period 1.0
set clk_io_pct 0.2

create_clock -name clk0 -period $clk_period

set non_clock_inputs [all_inputs -no_clocks]
set_input_delay [expr $clk_period * $clk_io_pct] -clock clk0 $non_clock_inputs
set_output_delay [expr $clk_period * $clk_io_pct] -clock clk0 [all_outputs]
==> notes.md <==
Notes on the flow outputs.

- The average cell area after synthesis reads approximately 6.7 um2.
- The number of library cell types mapped by synthesis is 17.
- The global-route usage over all layers reads 2.932%.
- The layer with the highest usage after global routing is met2.
- The starting density of the core reads a little over 7%.
- In this run, post-CTS hold repair placed 0 buffers.
- IR analysis of the VDD net gives a maximum drop of a little over 0.07 mV.
- The top achievable clock speed is around 800 MHz.
- Setup repair after global routing could not meet its margin everywhere.
- The cell leakage power reads 0.3035 nW.
- The standard-cell row count is 21.
- The number of routed nets with antenna violations is 0.
- Dividing total power by cell area gives a power density of just under 400 mW/mm2.
- The ratio of cells with drive above 1 in the final layout is roughly 81%.
- The register area is 0 um2.
- The count of routing violations after the opening detailed-route iteration is 15.
- The final-report max-slew violation count is 0.
- The worst hold slack is between 0.7 and 0.8 ns.
- The number of hold violations in the final report is 0.
- Per the run summary, max-cap violations total 0.
- The buffer-and-inverter tally for the worst setup path is 4.
- The final antenna diode tally reported by the flow is 0.
- The cell family contributing the most delay on the critical path is buffers and inverters.
- The number of detailed-route iterations in the first pass is 2.
- The placer congestion estimate reads 0.6769.
- sky130_fd_sc_hd__ha_1 takes more of the synthesized area than any other cell.
- Pin placement for this block handled 11 I/O pins.
- The sequential-to-total area share from yosys stat reads 0%.
- Counting I/O delays and the setup requirement, the final critical path takes 1.249 ns.
- The number of remaining DRC errors reads 0.
- The die boundary height is 80 um.
- The number of antenna violations at the first check in global routing reads 0.
- The final timing summary puts the cycle share of the worst path at 124.9%.
- Counting the clock-network buffers in the layout gives 0.
- The worst setup path is captured at an output port.
- The sequential cell count is 0.
- The checks that failed: setup timing.
- Dividing the detail-routed wire length by the instance count gives about 9.5 um.
- The first-pass GRT wire length reads 1607 um.
- Global routing used less than 1% of the available met3 tracks.
- The slowest cell on the critical path reads sky130_fd_sc_hd__ha_4.
- The flow ran to the end, but the final reports show violations.
- The via-per-instance ratio is ~3.1.
- The number of port buffers is 11.
- The least setup slack across all paths after layout reads -0.2490 ns.
- After synthesis, the cell types taking the most area are sky130_fd_sc_hd__ha_1 31%, sky130_fd_sc_hd__a21oi_1 8.2%, sky130_fd_sc_hd__o21ai_1 6.2%.
- The longest individual stage delay on the worst path reads between 0.2 and 0.25 ns.
- Along the worst hold path, the cell count comes to 3.
- The floorplan die width reads 80 um.
- The max-slew check reports its worst relative slack as a little under nine tenths.
- The total of endpoints with negative setup slack in the final report is 7.
- The maximum fanout along the worst path reads 4.
- The total wirelength of the detailed-routed design reads 1037 um.
- The number of fill cells reads around 370.
- Across all layers, the routed design uses between 300 and 400 vias.
- The final HPWL from detailed placement is approximately 720 um.
- The core region is ~0.0034 mm2.
- STA classifies the critical path startpoint as a primary input.
- The slew at the pin closest to its max-slew limit is about 0.21 ns.
- The total die area reads between 0.006 and 0.007 mm2.
- The dominant logic cell type in the layout is sky130_fd_sc_hd__buf_4.
- The signed area change from the synthesized netlist to the final layout reads 190.7%.
- The startpoint of the lowest-slack hold path is s[2].
- The remaining global-route overflow reads 0.
- The tightest min-delay check is of the primary input to output port type.
- Leaving out fill and tap cells, the most frequent cells in the layout are 9 x sky130_fd_sc_hd__buf_4, 8 x sky130_fd_sc_hd__buf_2, 8 x sky130_fd_sc_hd__buf_6, 6 x sky130_fd_sc_hd__ha_4.
- The via count of the first global-routing pass was roughly 340.
- The OpenROAD report gives the critical path a required time of about 0.80 ns.
- The cell area that synthesis handed to floorplanning was between 200 and 250 um2.
- The share of the synthesized area in the top cell type reads about 31%.
- The OpenROAD warning count reads 39.
- Entering global routing, the biggest net connects 8 pins.
- The yosys-reported design area after synthesis is roughly 240 um2.
- The number of cells in Yosys stat reads 36.
- Walking the worst path, the cells encountered are buf_8 > inv_8 > ha_4 > buf_6 > a211oi_2 > a21oi_2 > buf_2.
- For this run, global-route usage on met2 was measured as slightly below 6%.
- The met1 track utilization from global routing reads under 10%.
- The arrival time at the worst endpoint is 1.05 ns.
- The cell count after synthesis is 36.
- The endpoint of the worst hold path reads seg[3].
- The startpoint-to-endpoint class of the critical path reads primary input to output port.
- The setup TNS after final layout reads -1.394 ns.
- The synthesis report lists the Yosys warning total as 1.
[synth_stat cells (all sizes together)]
library cell	n
a211oi	1
a21oi	4
a32o	1
and2	1
buf	2
ha	6
inv	4
mux2i	1
nand2	3
nand2b	1
nor2	3
nor2b	2
o21ai	4
o22ai	2
o31ai	1
[metal layers]
metal	part of all wire (%)	wire length [um]
met1	46	474
met2	50	516
met3	4.4	46
met4	0	0
met5	0	0
[stage by stage]
stage | instances | util (%) | setup WS (ns) | power, mW | area [um2]
after floorplan | 36 | - | 0.007328 | 0.06981 | 255.2
after global placement | 102 | 14.32 | -1.175 | 0.1852 | 489.2
after detailed placement | 102 | 14.32 | -1.175 | 0.1846 | 489.2
after CTS | 107 | 18.83 | -0.2865 | 0.2405 | 643.1
after global routing | 109 | 20.66 | -0.2981 | 0.3019 | 705.7
final | 109 | 20.66 | -0.2490 | 0.2787 | 705.7
[final cells by class]
cell class | instances | area (um2) | share of cell area [%]
multi-input cells | 30 | 350.3 | 49.65
repair buffers | 29 | 267.8 | 37.94
well taps | 46 | 57.56 | 8.156
inverters | 4 | 30.03 | 4.255
[report_power, final]
| group | switching [mW] | leakage (nW) | internal, mW |
|---|---|---|---|
| Combinational | 0.114 | 0.303 | 0.165 |
| Clock | 0 | 0 | 0 |
| Sequential | 0 | 0 | 0 |
| Total | 0.114 | 0.303 | 0.165 |
[worst max path at each step]
stage	to	startpoint	depth (start not counted)	slack [ns]
CTS	seg[3]	s[0]	7	-0.29
global route	seg[3]	s[1]	7	-0.30
finish	seg[3]	s[1]	7	-0.25
[tightest hold or removal path: cells and delay by family]
| kind | cells | cell delay [ns] |
|---|---|---|
| AOI/OAI and AO/OA | 1 | 0.08 |
| buffers and inverters | 2 | 0.27 |
[timing repair]
| item | in CTS | in global routing |
|---|---|---|
| resized | 80 | 8 |
| pin swaps | 11 | 10 |
| buffers inserted | 5 | 2 |
| setup endpoints to repair | 7 | 7 |
| hold endpoints to repair | 0 | 0 |
[logic make-up (layout without fill, tap and decap cells)]
group	count (synthesis)	after routing	share of synthesized area, %
AOI/OAI and AO/OA	13	13	32.47
buffers and inverters	6	33	12.88
muxes	1	1	4.124
and+or+nand+nor	10	10	19.59
adders and majority gates	6	6	30.93
Power figures rest on the tool's default switching activity, not on a simulated workload.
