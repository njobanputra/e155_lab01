--- ./config.mk ---
export PLATFORM = sky130hd
export DESIGN_NAME = led2
export DESIGN_NICKNAME = led2
export VERILOG_FILES = /design/flow/design.v
export SDC_FILE = /design/flow/constraint.sdc
export NUM_CORES = 4
export LEC_CHECK = 1
export CORE_AREA = 10 10 107 107
export DIE_AREA = 0 0 117 117
--- ./constraint.sdc ---
current_design led2

set clk_period 6.2
set clk_io_pct 0.2

create_clock -name clk0 -period $clk_period [get_ports {clk}]

set non_clock_inputs [all_inputs -no_clocks]
set_input_delay [expr $clk_period * $clk_io_pct] -clock clk0 $non_clock_inputs
set_output_delay [expr $clk_period * $clk_io_pct] -clock clk0 [all_outputs]
--- ./design.v ---
module led2(
	input logic clk, 
	input logic reset,
	output logic led
);
logic [31 :0] counter;
always_ff @(posedge clk)
	if (reset==0) begin
		counter = 31'b0;
		led = 1'b0;
	end else if (counter == 31'd5000000) begin
		counter = 31'b0;
		led = ~led;
	end else begin
		counter = counter + 1;
	end
endmodule
--- ./run.sh ---
#!/bin/bash
# OpenROAD 26Q1-2900-gdf79404cd8, Yosys 0.63+post, stock flow scripts
make -C /OpenROAD-flow-scripts/flow DESIGN_CONFIG=/design/flow/config.mk WORK_HOME=/design/flow/orfs finish
==> metrics.csv <==
metric,value,unit
cp.arrival,1.14,ns
grt_pass1_vias,1191,
tightest_slew,0.455,ns
fa_ha_area_share,1.55,%
hold_path.class,reg -> reg,
antenna_found_initial,0,
vias,1258,
fp.dieW,117,um
aoi_share,12.9,%
synth_flops,33,
r2r_end,counter[28]$_SDFF_PP0_,
setup_tns,0,ns
dp_hpwl,2090,um
gp_congestion,0.772,
wl_met1,1610,um
ys_sh_xor,7.60,%
cts.path.max_buffers,2,
yosys_area,0.00161,mm2
edf_count,0,
wl_met3,82,um
drc,0,
postSynthAreaPerCell,8.87,um2
r2r_slack,4.04,ns
dpl.cell_count,286,
logic_family,simple AND/OR/NAND/NOR gates,
ys_sh_simple,32.0,%
synthCells,182,
critPathCaptureType,output port,
port_buffers,2,
root_buffer,clkbuf_8,
cap_violations,0,
worstRegToRegCells,4,
critPathTopFamily,buffers and inverters,
cts_buffers,5,
wl,3100,um
fmax,420,MHz
path_cells,clkdlybuf4s50_1,
yosys.area.top_type,dfxtp_1,
grt_max_degree,33,
layoutNonFillerInstCount,294,
netlist_area,0.00161,mm2
yosys_cells,182,
top_area_share,40.9,%
die.size.y,117,um
max_stage_delay,0.51,ns
grt_remaining_overflow,0,
setup_viol,0,
hold_violations,0,
grt_pass1_wl,5490,um
yosys_warnings,1,
crit_fanout,3,
ys_top_cells_by_count,"dfxtp_1 (33), a21oi_1 (16), nor2_1 (16)",
core,0.00920,mm2
numClockSinks,33,
p_leak,0.565,nW
synth_seq_share,40.9,%
pin_count,3,
holdBufCountCts,0,
wl_per_cell,10.6,um
path_class,reg -> out,
synthFlopType,dfxtp_1,
clk_pin_slew_worst_paths,0.06,ns
insertion_delay,0.28,ns
maxSlewHeadroom,69.7,%
dpl_cell_area,0.00172,mm2
ctsResizeCount,0,
setup_slack,3.82,ns
area_leaders,"dfxtp_1 (41%), xor2_1 (6.5%), o31ai_1 (5.6%)",
worst_setup_path_start_kind,flip-flop,
post-synth-top-count-cell,dfxtp_1,
post_cts_buffers,0,
diodes,0,
rsz0062_at_grt,false,
vdd_ir_drop_max,0.0000860,V
skew,0.00635,ns
drt-initial-drc-count,99,
drive_gt1_share,7.65,%
std_cell_rows,35,
crit_required,4.96,ns
dr.max_layer_used,met4,
warnings,26,
chip_area,0.0137,mm2
cts_tree,built,
outcome,"complete, no violations",
slew_violations,0,
crit_end,led,
finalClockPeriodUsage,38.4,%
cp_num_cells,1,
firstDrtPassIters,4,
r2r-start,counter[4]$_SDFF_PP0_,
ant_nets,0,
place_ws,3.89,ns
grtUsageTotal,4.71,%
powerDensity,220,mW/mm2
cp_num_buf_inv,1,
htreeDepth,2,
area_growth,12.9,%
yosysUniqueCellTypes,31,
period_minus_slack,2.38,ns
ys_sh_mux,0,%
crit_slowest_cell,clkdlybuf4s50_1,
final_area,0.00182,mm2
worstSetupStartpoint,led$_SDFFE_PN0N_,
fp_util,17.6,%
wl_met2,1400,um
async_reset_ff_share,0,%
drt-vias-per-instance,4.28,
per-layer routing:
layer  track usage [%]  vias up
li1                  -      675
met1              6.42      572
met2              7.69        9
met3              1.14        2
met4             0.494        0
met5                 0        -
report_power, final:
part	leakage (nW)	internal (W)	total, W	switching (W)
Combinational	0.245	0.00000357	0.00000921	0.00000564
Clock	0.0542	0.000100	0.000177	0.0000763
Sequential	0.266	0.000214	0.000215	0.00000174
Total	0.565	0.000317	0.000401	0.0000837
layout make-up:
type / instances / area [um2]
Clock inverter: 1 / 5.00
Timing Repair Buffer: 3 / 27.5
Tap cell: 111 / 139
Inverter: 5 / 18.8
Sequential cell: 33 / 661
Clock buffer: 7 / 96.3
Multi-Input combinational cell: 134 / 876
Fill cell: 999 / 7370
worst min-delay path by stage:
stage	depth (start not counted)	endpoint	startpoint
CTS	1	counter[0]$_SDFF_PP0_	counter[0]$_SDFF_PP0_
global route	1	counter[0]$_SDFF_PP0_	counter[0]$_SDFF_PP0_
finish	1	counter[0]$_SDFF_PP0_	counter[0]$_SDFF_PP0_
cells by family after synthesis:
group                      after synthesis
adders and majority gates                2
AOI/OAI and AO/OA                       35
buffers and inverters                   15
xor gates and xnor gates                14
and+or+nand+nor                         83
DFF                                     33
per-stage QoR:
step                total power, W  hold WS (ns)  utilization, %
floorplan                 0.000227         0.437               -
global placement          0.000229         0.462            18.7
detailed placement        0.000229         0.471            18.7
CTS                       0.000408         0.487            19.8
global route              0.000419         0.519            19.8
finish                    0.000401         0.483            19.8
state kept, by name, summed over array words and instances, names as in the netlist:
name,flops
led,1
counter,32
cell usage in the layout (no fill, tap or decap), drive strengths merged, types with 7 or more instances in the layout:
cell type / synthesis / final
nand3: 12 / 12
nand4: 10 / 10
xor2: 12 / 12
nor2: 16 / 16
nand2: 8 / 8
dfxtp: 33 / 33
or4: 12 / 12
o31ai: 12 / 12
clkbuf: 2 / 7
a21oi: 16 / 16
Power is estimated from default activity; no workload was simulated.
